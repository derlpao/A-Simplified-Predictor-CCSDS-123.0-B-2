`flow/config.mk`:
```
export PLATFORM = sky130hd
export DESIGN_NAME = pdt_weight
export DESIGN_NICKNAME = pdt_weight
export VERILOG_FILES = /design/flow/design.v
export SDC_FILE = /design/flow/constraint.sdc
export NUM_CORES = 4
export LEC_CHECK = 1
export CORE_UTILIZATION = 50
```
`flow/design.v`:
```
module pdt_weight #(
    parameter     W_WIDTH    = 12+2+1+16, 
    parameter     D_WIDTH    = 12+2+1
)
(
    input  wire                       clk,
    input  wire                       rst_n,
    input  wire [D_WIDTH-1:0]         dn_i,
    input  wire [D_WIDTH-1:0]         dn_sl_r_i,
    input  wire [D_WIDTH-1:0]         n_dn_sl_r_i,
    input  wire                       dn_en_i,
    input  wire [2:0]                 vec_num_i,
    input  wire [W_WIDTH-1:0]         recover_data_i,
    input  wire                       recover_en_i,
    output wire [D_WIDTH+W_WIDTH-1:0] dw_pdt1_o,
    output wire [D_WIDTH+W_WIDTH-1:0] dw_pdt2_o,
    output wire [D_WIDTH+W_WIDTH-1:0] dw_pdt3_o,
    output wire                       dw_en_o,
    output wire [W_WIDTH-1:0]         weight_crt_o,
    output wire                       crt_en_o
);
    reg         [W_WIDTH-1:0] recover_data_r;
    reg                       recover_en_r;
    reg         [W_WIDTH-1:0] weight_crt_p;
    reg       [W_WIDTH+1-1:0] weight_prd1_pp;
    reg       [W_WIDTH+1-1:0] weight_prd2_pp;
    reg       [W_WIDTH+1-1:0] weight_prd3_pp;
    reg         [W_WIDTH-1:0] weight_prd1_clip_ppp;
    reg         [W_WIDTH-1:0] weight_prd2_clip_ppp;
    reg         [W_WIDTH-1:0] weight_prd3_clip_ppp;
    reg [D_WIDTH+W_WIDTH-1:0] dw1_pppp;
    reg [D_WIDTH+W_WIDTH-1:0] dw2_pppp;
    reg [D_WIDTH+W_WIDTH-1:0] dw3_pppp;
    wire[D_WIDTH+W_WIDTH-1:0] dn_signed_pp;
    reg         [D_WIDTH-1:0] dn_sl_pp;
    reg         [D_WIDTH-1:0] n_dn_sl_pp;
    wire[D_WIDTH+W_WIDTH-1:0] weight_prd1_clip_signed_ppp;
    wire[D_WIDTH+W_WIDTH-1:0] weight_prd2_clip_signed_ppp;
    wire[D_WIDTH+W_WIDTH-1:0] weight_prd3_clip_signed_ppp;
    reg                       dn_en_r;
    reg                       dn_en_r2;
    reg         [W_WIDTH-1:0] weight_pre_rp;
    reg       [W_WIDTH+1-1:0] weight_upt_rpp;
    reg         [W_WIDTH-1:0] weight_upt_clip_rppp;
    reg         [W_WIDTH-1:0] weight_upt_r2;
    reg         [W_WIDTH-1:0] weight_upt_o_r2;
always @(posedge clk or negedge rst_n) begin : get_en
  if(rst_n == 1'b0) begin
    dn_en_r  <= 'd0;
    dn_en_r2 <= 'd0;
  end else begin
    dn_en_r  <= dn_en_i;
    dn_en_r2 <= dn_en_r;
  end
end
always @(recover_en_i,weight_upt_r2,recover_data_i) begin : get_weight_crt_p
  if(recover_en_i == 1'b1) begin
    weight_crt_p <= recover_data_i;
  end else begin
    weight_crt_p <= weight_upt_r2;
  end
end
always @(recover_en_i,dn_sl_r_i,n_dn_sl_r_i) begin : get_dn_sl_signed_pp_and_n_dn_sl_signed_pp
  if(recover_en_i == 1'b1) begin
    dn_sl_pp   <= 'd0;
    n_dn_sl_pp <= 'd0;
  end else begin
    dn_sl_pp   <= dn_sl_r_i;
    n_dn_sl_pp <= n_dn_sl_r_i;
  end
end
always @(weight_crt_p) begin : get_weight_prd1_pp
  weight_prd1_pp <= {weight_crt_p[W_WIDTH-1], weight_crt_p};
end
always @(weight_crt_p,dn_sl_pp) begin : get_weight_prd2_pp
  weight_prd2_pp <= {weight_crt_p[W_WIDTH-1], weight_crt_p} + {{W_WIDTH+1-D_WIDTH{dn_sl_pp[D_WIDTH-1]}},dn_sl_pp};
end
always @(weight_crt_p,n_dn_sl_pp) begin : get_weight_prd3_pp
  weight_prd3_pp <= {weight_crt_p[W_WIDTH-1], weight_crt_p} + {{W_WIDTH+1-D_WIDTH{n_dn_sl_pp[D_WIDTH-1]}},n_dn_sl_pp};  
end
always @(weight_prd1_pp) begin : get_weight_prd1_clip_ppp
  weight_prd1_clip_ppp <= {weight_prd1_pp[W_WIDTH+1-1 -0],weight_prd1_pp[W_WIDTH+1-1 -2:0]};
end
always @(weight_prd2_pp) begin : get_weight_prd2_clip_ppp
  case (weight_prd2_pp[W_WIDTH+1-1 -0 : W_WIDTH+1-1 -1])
    2'b01   : weight_prd2_clip_ppp <= {1'b0,{W_WIDTH+1-2{1'b1}}}; 
    2'b10   : weight_prd2_clip_ppp <= {1'b1,{W_WIDTH+1-2{1'b0}}}; 
    default : weight_prd2_clip_ppp <= {weight_prd2_pp[W_WIDTH+1-1 -0],weight_prd2_pp[W_WIDTH+1-1 -2:0]};  
  endcase
end
always @(weight_prd3_pp) begin : get_weight_prd3_clip_ppp
  case (weight_prd3_pp[W_WIDTH+1-1 -0 : W_WIDTH+1-1 -1])
    2'b01   : weight_prd3_clip_ppp <= {1'b0,{W_WIDTH+1-2{1'b1}}}; 
    2'b10   : weight_prd3_clip_ppp <= {1'b1,{W_WIDTH+1-2{1'b0}}}; 
    default : weight_prd3_clip_ppp <= {weight_prd3_pp[W_WIDTH+1-1 -0],weight_prd3_pp[W_WIDTH+1-1 -2:0]};
  endcase
end
assign dn_signed_pp         = {{W_WIDTH{dn_i[D_WIDTH-1]}},dn_i};
assign weight_prd1_clip_signed_ppp = {{D_WIDTH{weight_prd1_clip_ppp[W_WIDTH-1]}},weight_prd1_clip_ppp};
assign weight_prd2_clip_signed_ppp = {{D_WIDTH{weight_prd2_clip_ppp[W_WIDTH-1]}},weight_prd2_clip_ppp};
assign weight_prd3_clip_signed_ppp = {{D_WIDTH{weight_prd3_clip_ppp[W_WIDTH-1]}},weight_prd3_clip_ppp};
always @(weight_prd1_clip_signed_ppp,dn_signed_pp) begin : get_dw1_pp
  dw1_pppp <= weight_prd1_clip_signed_ppp * dn_signed_pp;
end
always @(weight_prd2_clip_signed_ppp,dn_signed_pp) begin : get_dw2_pp
  dw2_pppp <= weight_prd2_clip_signed_ppp * dn_signed_pp;
end
always @(weight_prd3_clip_signed_ppp,dn_signed_pp) begin : get_dw3_pp
  dw3_pppp <= weight_prd3_clip_signed_ppp * dn_signed_pp;
end
always @(posedge clk or negedge rst_n) begin : regist1
  if(rst_n == 1'b0) begin
    recover_data_r<= 'd0;
    recover_en_r <= 'd0;
  end else if(dn_en_i == 1'b1) begin
    recover_data_r<= recover_data_i;
    recover_en_r <= recover_en_i;
  end
end
always @(recover_data_r,recover_en_r,weight_upt_r2) begin : get_weight_pre_rp
  if(recover_en_r == 1'b1) begin
    weight_pre_rp <= recover_data_r;
  end else begin
    weight_pre_rp <= weight_upt_r2;
  end
end
always @(vec_num_i,weight_pre_rp,dn_sl_r_i,n_dn_sl_r_i) begin : get_weight_upt_rpp
  case(vec_num_i)
    3'b001 : weight_upt_rpp <= {weight_pre_rp[W_WIDTH-1],weight_pre_rp};
    3'b010 : weight_upt_rpp <= {weight_pre_rp[W_WIDTH-1],weight_pre_rp}+{{W_WIDTH+1-D_WIDTH{dn_sl_r_i[D_WIDTH-1]}},dn_sl_r_i};
    3'b100 : weight_upt_rpp <= {weight_pre_rp[W_WIDTH-1],weight_pre_rp}+{{W_WIDTH+1-D_WIDTH{n_dn_sl_r_i[D_WIDTH-1]}},n_dn_sl_r_i};
    default: weight_upt_rpp <= 'd0;
  endcase
end
always @(weight_upt_rpp) begin : get_weight_upt_clip_rppp
  case({weight_upt_rpp[W_WIDTH+1-1 -0], weight_upt_rpp[W_WIDTH+1-1 -1]})
    2'b01  : weight_upt_clip_rppp <= {1'b0,{W_WIDTH+1-2{1'b1}}}; 
    2'b10  : weight_upt_clip_rppp <= {1'b1,{W_WIDTH+1-2{1'b0}}}; 
    default: weight_upt_clip_rppp <= {weight_upt_rpp[W_WIDTH+1-1 -0],weight_upt_rpp[W_WIDTH+1-1 -2:0]};
  endcase
end
always @(posedge clk or negedge rst_n) begin : get_weight_upt_r2
  if(rst_n == 1'b0) begin
    weight_upt_r2 <= 'd0;
  end else if(recover_en_i == 1'b1 && recover_en_r == 1'b0) begin
    weight_upt_r2 <= recover_data_i;
  end else if(dn_en_r == 1'b1) begin
    weight_upt_r2 <= weight_upt_clip_rppp;
  end
end
always @(posedge clk or negedge rst_n) begin : regist2
  if(rst_n == 1'b0) begin
    weight_upt_o_r2 <= 'd0;
  end else if(dn_en_r == 1'b1) begin
    weight_upt_o_r2 <= weight_upt_clip_rppp;
  end
end
assign dw_pdt1_o   = dw1_pppp;
assign dw_pdt2_o   = dw2_pppp;
assign dw_pdt3_o   = dw3_pppp;
assign weight_crt_o= weight_upt_o_r2;
assign crt_en_o    = dn_en_r2;
assign dw_en_o     = dn_en_i;
endmodule
```
`flow/run.sh`:
```
#!/bin/bash
# OpenROAD 26Q1-2900-gdf79404cd8, Yosys 0.63+post, stock flow scripts
make -C /OpenROAD-flow-scripts/flow DESIGN_CONFIG=/design/flow/config.mk WORK_HOME=/design/flow/orfs finish
```
`flow/constraint.sdc`:
```
current_design pdt_weight

set clk_period 32.0
set clk_io_pct 0.2

create_clock -name clk0 -period $clk_period [get_ports {clk}]

set non_clock_inputs [all_inputs -no_clocks]
set_input_delay [expr $clk_period * $clk_io_pct] -clock clk0 $non_clock_inputs
set_output_delay [expr $clk_period * $clk_io_pct] -clock clk0 [all_outputs]
```
==> results.py <==
# Physical implementation metrics
metrics = {
    "final_timing": {
        "slew-limit-headroom_pct": 36.4,
        "holdWs_ps": 482,
        "fin_ws_ps": 5010,
        "setup_viol": 0,
        "finalCritPeriodShare_pct": 84.3,
        "fin_tns_setup_ps": 0,
        "grt_setup_unrepaired": "no",
        "min_period_ps": 26990,
        "maxSlewViolCount": 0,
        "max_freq_ghz": 0.0371,
        "worst_pin_slew_ps": 952,
        "finalHoldViolCount": 0,
        "skew_ps": 9.13,
    },
    "placed_design": {
        "gp_congestion": 0.966,
        "place_ws_ps": 5150,
        "io_buffer_count": 253,
        "dp.final_hpwl_um": 123000,
    },
    "drt": {
        "drc": 0,
        "dr.pass1.iters": 25,
        "drtIter0Drc": 2054,
        "vias": 43800,
        "avgRoutedWirePerCell_um": 18.7,
        "postRouteAntennaNets": 0,
        "wirelength_um": 153000,
        "avgViaCountPerCell": 5.35,
    },
    "worst_setup_path": {
        "cp_num_buf_inv": 12,
        "rr_endpoint": "weight_upt_r2[10]$_DFFE_PN0P_",
        "startpoint_type": "input port",
        "rr_worst_depth": 20,
        "reg2reg_from": "recover_en_r$_DFFE_PN0P_",
        "crit_family": "AND-OR/OR-AND gates",
        "crit_arrival_ps": 20590,
        "crit_top_cell": "inv_1",
        "crit_slowest_cell": "o41ai_1",
        "crit_required_ps": 25600,
        "critPathKind": "input port to primary output",
        "cp_max_fo": 50,
        "endpoint_kind": "primary output",
        "max_stage_delay_ps": 670,
        "reg2reg_setup_slack_ps": 25270,
    },
    "global_routing": {
        "track_usage_pct": 29.9,
        "grt_max_degree": 94,
        "grt_first_pass_wirelength_um": 254000,
        "grt_pass1_vias": 46200,
        "antenna_found_initial": 6,
        "grt.overflow.total": 0,
    },
    "yosys": {
        "syn_avg_cell_area_um2": 8.72,
        "synth_top_cell_by_count": "inv_1",
        "ys_async_sr_fraction_pct": 100,
        "yosys-stat-area_um2": 57800,
        "yosys_warnings": 1,
        "ys_cells": 6626,
        "synth-edff-count": 0,
        "top_area_cell": "fa_1",
        "synth_cell_types": 99,
        "syn_area_um2": 57800,
        "netlist.area_leader.share_pct": 44.8,
        "area_leaders": "fa_1, ha_1, inv_1, nand2_1, and2_1",
        "common_cells": "inv_1, fa_1, nand2_1, ha_1, and2_1",
        "syn_inst": 6626,
        "ys.flops": 96,
        "ff_type": "dfrtp_1",
        "ys_seq_share_pct": 4.16,
    },
    "clock_network": {
        "path_clk_slew_ps": 60,
        "cts_buffers": 9,
        "cts_root_buf": "clkbuf_16",
        "cts_hold_buf": 0,
        "post-cts-setup-buffers": 0,
        "cts_buffer_depth": 2,
        "insertion_delay_ps": 360,
        "cts_resized": 0,
        "h-tree-depth": 3,
        "cts_tree": "built",
        "clock_sinks": 96,
    },
    "layout": {
        "n_fill_cell": 10600,
        "final_util_pct": 54.1,
        "syn_to_final_growth_pct": 7.27,
        "drive_gt1_share_pct": 4.74,
    },
    "die": {
        "io_pins": 254,
        "dieHeight_um": 342,
        "fp.coreArea_um2": 115000,
        "dieArea_um2": 117000,
        "row_count": 124,
        "die_w_um": 342,
        "initial_core_util_pct": 50.5,
    },
    "outcome": {
        "status": "completed",
    },
    "run": {
        "maxCapViolCount": 0,
        "log.warning_count": 27,
    },
    "hold_path": {
        "hold_depth": 1,
        "hold-path-endpoint": "weight_upt_o_r2[27]$_DFFE_PN0P_",
        "hold_path.class": "flip-flop to flip-flop",
        "worstHoldStart": "weight_upt_o_r2[27]$_DFFE_PN0P_",
    },
}
## flip-flops by register name, summed over array words and instances (netlist names)
signal,cells
dn_en_r2,1
dn_en_r,1
recover_en_r,1
weight_upt_o_r2,31
weight_upt_r2,31
recover_data_r,31
## cell type report
class | instances | area, um2 | area share, %
antenna | 5 | 12.5 | 0.0202
clock buffer | 9 | 225 | 0.363
clock inverter | 5 | 106 | 0.172
inverter | 1401 | 5260 | 8.49
multi-input combinational | 4812 | 48900 | 78.9
sequential | 96 | 2400 | 3.88
tap | 1512 | 1890 | 3.05
timing repair buffer | 349 | 3200 | 5.16
## worst max path at each step
stage                start       endpoint  slack (ps)  depth (start not counted)
CTS           recover_en_i  dw_pdt3_o[45]        5160                         43
global route  recover_en_i  dw_pdt3_o[45]        4100                         43
finish        recover_en_i  dw_pdt3_o[45]        5010                         43
## through the flow
stage | cells | area [um2]
after floorplan | 6626 | 57800
after global placement | 8170 | 61600
after detailed placement | 8170 | 61600
after CTS | 8184 | 62000
after global routing | 8185 | 62000
final | 8189 | 62000
## placed cells by master, fill, tap and decap left out, drive strengths merged, types with 49 or more instances in the layout
cell type	instances
nand2	1070
xnor2	160
and2	438
clkdlybuf4s50	237
a21oi	216
fa	1293
o21ai	144
nand3	49
dfrtp	96
mux2	98
a21o	139
buf	112
inv	1400
nor2b	73
nor2	185
ha	440
## kinds of logic after synthesis
family / count (synthesis) / synth area share, %
mux: 106 / 2.05
flops: 96 / 4.16
xor+xnor: 206 / 3.12
compound gates: 766 / 8.94
fa+ha+maj: 1733 / 54.3
buf+inv: 1718 / 11.3
simple gates: 2001 / 16.1
## routing by layer
metal | track usage, % | vias up | routed length, um
met1 | 45.7 | 22100 | 65400
li1 | - | 20200 | -
met3 | 9.55 | 131 | 12700
met4 | 5.16 | 2 | 3320
met2 | 45.0 | 1390 | 71700
met5 | 0.204 | - | 13
