## flow/run.sh

```bash
#!/bin/bash
# OpenROAD 26Q1-2900-gdf79404cd8, Yosys 0.63+post, stock flow scripts
make -C /OpenROAD-flow-scripts/flow DESIGN_CONFIG=/design/flow/config.mk WORK_HOME=/design/flow/orfs finish
```

## flow/config.mk

```make
export PLATFORM = sky130hd
export DESIGN_NAME = add_for_vec
export DESIGN_NICKNAME = add_for_vec
export VERILOG_FILES = /design/flow/design.v
export SDC_FILE = /design/flow/constraint.sdc
export NUM_CORES = 4
export LEC_CHECK = 1
export CORE_UTILIZATION = 50
```

## flow/design.v

```verilog
module add_for_vec #(
    parameter     W_WIDTH = 12+2+1+16, 
    parameter     D_WIDTH    = 12+2+1
)
(
    input  wire                       clk,
    input  wire                       rst_n,
    input  wire                       dw_en,
    input  wire [W_WIDTH+D_WIDTH-1:0] dw1,
    input  wire [W_WIDTH+D_WIDTH-1:0] dw3,
    input  wire [W_WIDTH+D_WIDTH-1:0] dw4,
    input  wire [W_WIDTH+D_WIDTH-1:0] dw5,
    input  wire [W_WIDTH+D_WIDTH-1:0] dw6,
    input  wire [W_WIDTH+D_WIDTH-1:0] dw7,
    output wire                         vec_en,
    output wire [W_WIDTH+D_WIDTH+3-1:0] vec
);
    reg         [W_WIDTH+D_WIDTH-1:0]   dw1_r;
    reg         [W_WIDTH+D_WIDTH-1:0]   dw2_r;
    reg         [W_WIDTH+D_WIDTH-1:0]   dw3_r;
    reg         [W_WIDTH+D_WIDTH-1:0]   dw4_r;
    reg         [W_WIDTH+D_WIDTH-1:0]   dw5_r;
    reg         [W_WIDTH+D_WIDTH-1:0]   dw6_r;
    reg         [W_WIDTH+D_WIDTH-1:0]   dw7_r;
    reg         [W_WIDTH+D_WIDTH+1-1:0] dw1_ad_dw7_rp;
    reg         [W_WIDTH+D_WIDTH+1-1:0] dw3_ad_dw4_rp;
    reg         [W_WIDTH+D_WIDTH+1-1:0] dw5_ad_dw6_rp;
    reg         [W_WIDTH+D_WIDTH+2-1:0] dw17_ad_dw34_rpp;
    reg         [W_WIDTH+D_WIDTH+2-1:0] dw56_ad_dw7_rpp;
    reg         [W_WIDTH+D_WIDTH+3-1:0] vec_rppp;
    reg                                 vec_en_r;
always @(posedge clk or negedge rst_n) begin : register1
  if(rst_n == 1'b0) begin
    dw1_r <=  'd0;
    dw3_r <=  'd0;
    dw4_r <=  'd0;
    dw5_r <=  'd0;
    dw6_r <=  'd0;
    dw7_r <=  'd0;
  end else if(dw_en == 1'b1) begin
    dw1_r <=  dw1;
    dw3_r <=  dw3;
    dw4_r <=  dw4;
    dw5_r <=  dw5;
    dw6_r <=  dw6;
    dw7_r <=  dw7;
  end
end
always @(posedge clk or negedge rst_n) begin : get_en
  if(rst_n == 1'b0) begin
    vec_en_r <= 1'b0;
  end else begin
    vec_en_r <= dw_en;
  end
end
always @(dw1_r,dw7_r) begin : get_dw1_ad_dw2_rp
  dw1_ad_dw7_rp <= {dw1_r[W_WIDTH+D_WIDTH-1],dw1_r} + {dw7_r[W_WIDTH+D_WIDTH-1],dw7_r};
end
always @(dw3_r,dw4_r) begin : get_dw3_ad_dw4_p
  dw3_ad_dw4_rp <= {dw3_r[W_WIDTH+D_WIDTH-1],dw3_r} + {dw4_r[W_WIDTH+D_WIDTH-1],dw4_r};
end
always @(dw5_r,dw6_r) begin : get_dw5_ad_dw6_p
  dw5_ad_dw6_rp <= {dw5_r[W_WIDTH+D_WIDTH-1],dw5_r} + {dw6_r[W_WIDTH+D_WIDTH-1],dw6_r};
end
always @(dw1_ad_dw7_rp,dw3_ad_dw4_rp) begin : get_dw12_ad_dw34_rpp
  dw17_ad_dw34_rpp <= {dw1_ad_dw7_rp[W_WIDTH+D_WIDTH+1-1],dw1_ad_dw7_rp} + {dw3_ad_dw4_rp[W_WIDTH+D_WIDTH+1-1],dw3_ad_dw4_rp};
end
always @(dw17_ad_dw34_rpp,dw5_ad_dw6_rp) begin : get_vec_rppp
  vec_rppp <= {dw17_ad_dw34_rpp[W_WIDTH+D_WIDTH+2-1],dw17_ad_dw34_rpp} + {dw5_ad_dw6_rp[W_WIDTH+D_WIDTH+1-1],dw5_ad_dw6_rp[W_WIDTH+D_WIDTH+1-1],dw5_ad_dw6_rp};
end
assign vec    = vec_rppp;
assign vec_en = vec_en_r;
endmodule
```

## flow/constraint.sdc

```tcl
current_design add_for_vec

set clk_period 17.4
set clk_io_pct 0.2

create_clock -name clk0 -period $clk_period [get_ports {clk}]

set non_clock_inputs [all_inputs -no_clocks]
set_input_delay [expr $clk_period * $clk_io_pct] -clock clk0 $non_clock_inputs
set_output_delay [expr $clk_period * $clk_io_pct] -clock clk0 [all_outputs]
```

==> run notes <==
The flow completed. Mean instance size in the synthesized netlist landed at 9.896 um2. Post-cts gate resize count landed at 0. From synthesis to final layout, the design area changed by 26.64%.

Measured along the x axis, the die boundary spans 189.2 um. Height of the die landed at 189.2 um. Number of buffers inserted during clock tree synthesis landed at 31. According to the hold report, the worst path is of the reg2reg type. Share of synthesized area occupied by flip-flops and latches landed at 0.3955. Setup repair after global routing left no endpoint under its margin. The synthesis stat section lists a flop and latch total of 277. The share of total power dissipated in sequential elements is 0.162. The script computed the net switching share of total power as 0.3962. Cell area after synthesis landed at 17530 um2. In this run the clock root is driven by a sky130_fd_sc_hd__clkbuf_16. The number of setup buffers added after CTS is 0. Count of pins over their slew limit landed at 0. The floorplan has 68 rows. The final timing report derives a shortest allowable period of 9318 ps.

Unique cell type count in the Yosys netlist landed at 50. The synth_stat.txt file lists the number of cells as 1771. Total setup violations reported at the end of the flow landed at 0. The analysis attributes to net switching a power of 1.770 mW. For the worst setup path, the data required time is 13920 ps. The run finished with clean final reports. The count of nets left with antenna violations once routing finished came out at 0. The script parses the final routing iteration and logs DRC violations as 0. Initial antenna violation count landed at 13. Tool warning count landed at 26. For this run, the number of Yosys warnings is 1.

RePlAce ended its routability-driven mode at a weighted congestion of 0.8525. For this run, the top clock speed supported by timing is 107.3 MHz. Input and output buffers added on the ports amount to 328.

Number of ports placed on the die boundary landed at 329. The critical path maximum fanout is 7. Starting DRC count in detailed routing landed at 391.

Core box area landed at 34540 um2. Number of enable flip-flop cells landed at 0. Largest stage delay on the critical path landed at 550 ps. Ratio of routed vias to standard cells landed at 4.806. The transition time recorded at the tightest slew-check pin is 936.8 ps. The number of global-route vias before repair was 12880.

The worst setup path is launched from a flop. Arrival time of the worst setup path landed at 5840 ps. In this run the tightest slew margin relative to its limit is 0.3702. Of the total power, the clock network draws 0.138.

Setup total negative slack landed at 0 ps. The floorplan step records an initial core utilization of 0.5074. Clock-pin transition on the worst setup and hold timing paths landed at 60 ps. Per the synth stats, the flop cell with the highest instance count is sky130_fd_sc_hd__dfrtp_1. STA classifies the critical path endpoint as a primary output.

The critical path is of the reg2out type. The longest clock path from root to sink contains 3 buffers. For this run, asynchronously set or reset flops after synthesis account for 1.000. Looking at the critical path, the single cell with the biggest stage delay is sky130_fd_sc_hd__fa_1. The power report attributes to the combinational group a share of 0.700. The routed design shows a wire length per standard cell of 14.94 um.

Largest net degree at the start of global routing landed at 98. Clock latency on the worst-skew pair, taken at its later pin, is 560 ps. The first global-routing pass estimated 64380 um of wire. Setup slack at placement landed at 8658 ps. Hold repair after CTS inserted 0 buffers. The internal power of the cells totals 2.698 mW. Clock sink count landed at 277. In the synthesis report, Yosys lists the chip area as 17530 um2. Power per cell area landed at 201.3 nW/um2. Total count of hold-check failures in the final report landed at 0. Routed wire length landed at 38290 um. Share of the clock period used by the worst path landed at 0.5355.

In this design, the critical path's most frequently occurring cell is sky130_fd_sc_hd__inv_1. The worst-case IR drop observed on VDD is 0.0001616 V. Per the GRT congestion report, total overflow comes to 0. HPWL after detailed placement landed at 30090 um. In the synthesized netlist, the number of instances is 1771. The run reported a max-capacitance violation count of 0.

Full die area landed at 35800 um2. TritonCTS built the clock tree. For this design the static power due to leakage is 10.82 nW. Share of cells above drive strength 1 landed at 0.06426. Post-route clock skew landed at 0 ps.

The critical path in the final layout is reported with a setup slack of 8082 ps. Global-route usage over all layers landed at 0.2435. The routed layout has 12320 vias. Per the CTS log, the maximum H-tree level is 1. Number of iterations in the first detailed-routing pass landed at 5.

Traced cell by cell, the critical path runs through inv_1 -> fa_1 -> inv_1 -> fa_1 -> inv_1 -> fa_1 -> inv_1 -> ha_1 -> a21o_1 -> o21a_1 -> a311o_1 -> a211oi_2 -> o21ai_1 -> o21a_1 -> o41a_1 -> a41oi_2 -> xnor2_1 -> clkdlybuf4s50_1.
critical path: cells and delay by family, from the launching register on:
family | cells | cell delay, ps
xor gates and xnor gates | 1 | 130
AOI/OAI and AO/OA | 8 | 2300
adders and majority gates | 4 | 1850
buffers and inverters | 5 | 670
DFF | 1 | 320
final timing paths:
| path | from | to | slack [ps] | cells after the start |
|---|---|---|---|---|
| min | dw7_r[45]$_DFFE_PN0P_ | dw7_r[45]$_DFFE_PN0P_ | 520 | 1 |
| min reg2reg | dw7_r[45]$_DFFE_PN0P_ | dw7_r[45]$_DFFE_PN0P_ | 520 | 1 |
| max | dw1_r[13]$_DFFE_PN0P_ | vec[47] | 8080 | 18 |
| max reg2reg | dw6_r[40]$_DFFE_PN0P_ | dw6_r[40]$_DFFE_PN0P_ | 16600 | 1 |
| min in group asynchronous | rst_n | dw4_r[20]$_DFFE_PN0P_ | 2880 | 1 |
| max in group asynchronous | rst_n | dw4_r[5]$_DFFE_PN0P_ | 12760 | 3 |
sequential cells by signal (all words and copies together), names as in the netlist:
signal	cells
dw1_r	46
dw3_r	46
dw4_r	46
dw5_r	46
dw6_r	46
dw7_r	46
vec_en_r	1
layer usage:
metal | vias to the layer above | global-route usage | wire length, um
met3 | 47 | 0.09726 | 4012
met5 | - | 0 | 70
met2 | 328 | 0.3473 | 16950
met1 | 5867 | 0.3880 | 16600
li1 | 6065 | - | -
met4 | 10 | 0.03753 | 659
synth_stat cells, types with 5 or more instances:
library cell               count  area (um2)
sky130_fd_sc_hd__a21o_1       34       255.2
sky130_fd_sc_hd__a21oi_1      44       220.2
sky130_fd_sc_hd__a31oi_1       5       31.28
sky130_fd_sc_hd__and2_1        5       31.28
sky130_fd_sc_hd__and3_1        5       31.28
sky130_fd_sc_hd__and4_1        5       43.79
sky130_fd_sc_hd__buf_1         5       18.77
sky130_fd_sc_hd__clkbuf_1     60       225.2
sky130_fd_sc_hd__dfrtp_1     277        6932
sky130_fd_sc_hd__fa_1        186        3724
sky130_fd_sc_hd__ha_1         47       588.1
sky130_fd_sc_hd__inv_1       419        1573
sky130_fd_sc_hd__mux2_2       69       777.0
sky130_fd_sc_hd__nand2_1     243       912.1
sky130_fd_sc_hd__nor2_1       19       71.32
sky130_fd_sc_hd__nor2b_1       8       50.05
sky130_fd_sc_hd__o21a_1        7       52.55
sky130_fd_sc_hd__o21ai_0     230        1151
sky130_fd_sc_hd__o21bai_1      5       37.54
sky130_fd_sc_hd__xnor2_1      29       254.0
sky130_fd_sc_hd__xor2_1       14       122.6
power groups by stage:
| stage | Clock, mW | Combinational (mW) | Sequential, mW |
|---|---|---|---|
| CTS | 0.633 | 3.16 | 0.726 |
| finish | 0.615 | 3.13 | 0.726 |
| global route | 0.659 | 3.50 | 0.733 |
layout by cell type (no fill, tap or decap), types with 6 or more instances in the layout:
master | synthesis | layout
sky130_fd_sc_hd__nor2_1 | 19 | 19
sky130_fd_sc_hd__o21a_1 | 7 | 7
sky130_fd_sc_hd__nand2_1 | 243 | 243
sky130_fd_sc_hd__dfrtp_1 | 277 | 277
sky130_fd_sc_hd__ha_1 | 47 | 47
sky130_fd_sc_hd__inv_1 | 419 | 419
sky130_fd_sc_hd__clkbuf_16 | 0 | 31
sky130_fd_sc_hd__o21ai_0 | 230 | 230
sky130_fd_sc_hd__xnor2_1 | 29 | 29
sky130_fd_sc_hd__xor2_1 | 14 | 14
sky130_fd_sc_hd__nor2b_1 | 8 | 8
sky130_fd_sc_hd__clkdlybuf4s50_1 | 0 | 326
sky130_fd_sc_hd__fa_1 | 186 | 186
sky130_fd_sc_hd__buf_4 | 0 | 9
sky130_fd_sc_hd__a21o_1 | 34 | 34
sky130_fd_sc_hd__clkbuf_1 | 60 | 11
sky130_fd_sc_hd__a21oi_1 | 44 | 44
sky130_fd_sc_hd__clkbuf_8 | 0 | 6
sky130_fd_sc_hd__diode_2 | 0 | 7
sky130_fd_sc_hd__mux2_2 | 69 | 69
cell type report:
class / instances / area [um2]
inverters: 419 / 1573
clock buffers: 48 / 899.6
multi-input cells: 1010 / 8777
fillers: 2816 / 12350
well taps: 455 / 569.3
clock inverters: 10 / 65.06
flip-flops and latches: 277 / 6932
diodes: 7 / 17.52
repair buffers: 337 / 3361
metrics by stage:
stage	cell area (um2)	util	hold slack, ps	instances	total power [mW]
2_1_floorplan	17530	-	501.5	1771	2.402
3_3_place_gp	21210	0.6141	511.3	2498	3.879
3_5_place_dp	21210	0.6141	517.7	2498	3.868
4_1_cts	22180	0.6420	529.5	2556	4.520
5_1_grt	22190	0.6423	547.5	2560	4.893
6_report	22190	0.6425	523.9	2563	4.468
cell families (layout without fill, tap and decap cells):
family	count (synthesis)	after routing	share of synthesized area
other	0	7	0
flip-flops	277	277	0.3955
buffers and inverters	484	814	0.1037
adder cells (fa/ha/maj)	233	233	0.2460
XOR/XNOR	43	43	0.02149
AND/OR/NAND/NOR	307	307	0.07275
multiplexers	69	69	0.04434
AND-OR/OR-AND	358	358	0.1162
Power and IR drop assume default switching activity.
